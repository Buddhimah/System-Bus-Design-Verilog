`/design/flow/config.mk`:
```
export PLATFORM = sky130hd
export DESIGN_NAME = mux2_1_Write
export DESIGN_NICKNAME = mux2_1_Write
export VERILOG_FILES = /design/flow/design.v
export SDC_FILE = /design/flow/constraint.sdc
export NUM_CORES = 4
export LEC_CHECK = 1
export CORE_AREA = 10 10 71 71
export DIE_AREA = 0 0 81 81
```
`/design/flow/constraint.sdc`:
```
current_design mux2_1_Write

set clk_period 1.0
set clk_io_pct 0.2

create_clock -name clk0 -period $clk_period

set non_clock_inputs [all_inputs -no_clocks]
set_input_delay [expr $clk_period * $clk_io_pct] -clock clk0 $non_clock_inputs
set_output_delay [expr $clk_period * $clk_io_pct] -clock clk0 [all_outputs]
```
`/design/flow/design.v`:
```
`timescale 1ns / 1ps
module  mux2_1_Write(
in_0      ,  
in_1      ,  
sel        ,  
mux_out       
);
input  sel ;
input [31:0] in_0;
input [31:0] in_1;
output [31:0] mux_out;
reg [31:0]   mux_out;
always @ (sel or in_0 or in_1)
begin : MUX
  if (sel == 0) begin
      mux_out = in_0;
  end else begin
      mux_out = in_1 ;
  end
end
endmodule 
```
`/design/flow/run.sh`:
```
#!/bin/bash
# OpenROAD 26Q1-2900-gdf79404cd8, Yosys 0.63+post, stock flow scripts
make -C /OpenROAD-flow-scripts/flow DESIGN_CONFIG=/design/flow/config.mk WORK_HOME=/design/flow/orfs finish
```
==> summary.txt <==
run results: status=finished, violations left, failing checks=negative setup slack, P&R area growth vs syn=192%, slew margin rel.=94.2%, worst hold slack=0.691 ns, row count=22, routed wire length per instance=15.4 um, peak supply drop=0.169 mV, Critical Path RT=0.80 ns, number of port buffers=97, Max Transition Viols Final=0, # clk buffers=0, RSZ-0062 raised after global routing=yes, grt total ovfl=0, Filler Cell Count=357, Crit path top cell by count=buf_12, Final TNS setup=-3.30 ns, Largest type area fraction=82.8%, Max Cap Viol=0, Core Footprint=3630 um2, GPL Wtd Cong=0.832, first-pass GRT wire length=4140 um, Place WS=-0.512 ns, Diodes inserted=0, Hold Path Depth=3, Mapped Cells=36, GRT Total Usage=7.79%, Flops=0, Peak Freq=848 MHz, Final Hold Viols=0, Synth area leader=mux2_4, final setup margin=-0.179 ns, WL final=2880 um, Slew @ Worst Pin=0.0870 ns, top cells by count=mux2_4, buf_12, mux2_2, CP Launch Type=input pin, die width=81 um, share of post-route cells with drive strength above 1=54.0%, Detailed Route Iter0 Violations=3, logic area=477 um2, HPWL after DPL=2500 um, Tool Warnings=34, Mapped Area=544 um2, initial antenna violation count=0, min-delay src=in_1[29], cell area after layout=1590 um2, YS chip area=544 um2, DRC Markers=0, register area=0 um2, CTS Hold Bufs=0, DRT Pass-1 Iters=2, Tot Pwr=624 uW, distinct lib cells=4, final setup fails=32, P per Cell Area=392 nW/um2, yosys warns=1, Setup crit end kind=primary output, largest net degree at the start of global routing=11, Placed Instance Area=1540 um2, post-layout minimum cycle time=1.18 ns, vias in the first global route=764, top cell type by instance count after synthesis=mux2_4, DRT antenna net count=0, crit path DAT=0.98 ns, Initial Util=15.0%, Seq/Total Area, Yosys=0%, ys cells=36, Die Area=6560 um2, top cells, area=mux2_4, buf_12, mux2_2, Lkg Pwr=0.872 nW, slowest CP cell=mux2_4, vias post-DR=715, Worst Hold Class=input pin to primary output, Hold EP=mux_out[29], Die Y=81 um, Ports=97, CP max FO=6, Syn Area/Cell=15.1 um2, Period Utilization, post-route=118%, CP startpoint=sel, vias per cell=3.82, CP cell instances=buf_12 > buf_12 > buf_12 > mux2_4 > buf_6, Crit Path Category=input pin to primary output, peak per-stage delay on the critical path=0.29 ns
-- worst max-delay path, delay by kind of cell --
| kind | cells | cell delay [ns] |
|---|---|---|
| muxes | 1 | 0.29 |
| buffers and inverters | 4 | 0.48 |
-- cell families after synthesis --
logic type             count (synthesis)  share of synthesized area [%]
multiplexers                          32                           86.9
buffers and inverters                  4                           13.1
-- worst max-delay path by stage --
stage | end | slack [ns] | cells past startpoint
5_1_grt | mux_out[31] | -0.20 | 3
6_report | mux_out[4] | -0.18 | 5
4_1_cts | mux_out[4] | -0.18 | 5
-- per-stage QoR --
step                      instances  utilization, %
after detailed placement        179            42.4
final                           187            43.8
after CTS                       186            42.3
after global routing            187            43.8
after floorplan                  36               -
after global placement          179            42.4
-- timing repair --
item | 4_1_cts | 5_1_grt
cloned | 2 | 0
endpoints found under the setup margin | 32 | 32
resized | 171 | 10
pin swaps | 0 | 0
buffers inserted | 5 | 1
-- report_power, final --
part / switching, mW / total (mW) / internal [mW]
combinational: 0.137 / 0.624 / 0.487
sequential: 0 / 0 / 0
clock: 0 / 0 / 0
-- layout by cell type (no fill, tap or decap), drive strengths merged --
master / synthesis / routed
dlymetal6s2s: 0 / 4
clkdlybuf4s50: 0 / 9
buf: 4 / 43
mux2: 32 / 32
dlygate4sd2: 0 / 51
-- layout make-up --
type	count	share of cell area, %
repair buffers	107	66.2
multi-input cells	32	30.0
well taps	48	3.78
-- per-layer routing --
layer | part of all wire, % | track usage (%) | up-vias
met5 | 0 | 0 | -
met4 | 0 | 0 | 0
li1 | - | - | 345
met1 | 37 | 9.03 | 320
met3 | 12 | 2.78 | 0
met2 | 50 | 14.3 | 50
Power and IR drop assume default switching activity.
